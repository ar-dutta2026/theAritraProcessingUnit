**flow/run.sh**
```bash
#!/bin/bash
# OpenROAD 26Q1-2900-gdf79404cd8, Yosys 0.63+post, stock flow scripts
make -C /OpenROAD-flow-scripts/flow DESIGN_CONFIG=/design/flow/config.mk WORK_HOME=/design/flow/orfs finish
```
**flow/config.mk**
```make
export PLATFORM = sky130hd
export DESIGN_NAME = top_level
export DESIGN_NICKNAME = top_level
export VERILOG_FILES = /design/flow/design.v
export SDC_FILE = /design/flow/constraint.sdc
export NUM_CORES = 4
export LEC_CHECK = 1
export CORE_AREA = 10 10 70 70
export DIE_AREA = 0 0 80 80
export SYNTH_HDL_FRONTEND = slang
export SYNTH_MEMORY_MAX_BITS = 65536
```
**flow/design.v**
```verilog
package definitions;
    parameter I_WIDTH = 9;   
    parameter D_WIDTH = 8;   
    parameter A_WIDTH = 8;   
    parameter P_WIDTH = 12;  
    typedef enum logic [2:0] {
        OP_R_TYPE = 3'b000,  
        OP_LI     = 3'b001,  
        OP_LW     = 3'b010,  
        OP_SW     = 3'b011,  
        OP_BNEZ   = 3'b100,  
        OP_SHIFT  = 3'b101,  
        OP_J      = 3'b110,  
        OP_JAL    = 3'b111   
    } op_mne;
    parameter FUNCT_ADD = 2'b00;
    parameter FUNCT_SUB = 2'b01;
    parameter FUNCT_XOR = 2'b10;
    parameter FUNCT_AND = 2'b11;
    parameter FUNCT_SLL = 2'b01;
    parameter FUNCT_SRL = 2'b10;
endpackage  
import definitions::*;
module alu (
    input  logic [D_WIDTH-1:0] src_a,
    input  logic [D_WIDTH-1:0] src_b,
    input  logic [2:0]         opcode,
    input  logic [1:0]         funct,
    output logic [D_WIDTH-1:0] alu_result,
    output logic               zero_flag,
    output logic               carry_out,
    output logic               overflow_flag
);
    logic [D_WIDTH:0] temp_sum;   
    always_comb begin
        alu_result    = '0;
        carry_out     = 1'b0;
        overflow_flag = 1'b0;
        temp_sum      = '0;
        unique case (opcode)
            OP_R_TYPE: begin
                unique case (funct)
                    FUNCT_ADD: begin
                        temp_sum   = {1'b0, src_a} + {1'b0, src_b};
                        alu_result = temp_sum[D_WIDTH-1:0];
                        carry_out  = temp_sum[D_WIDTH];
                        overflow_flag =
                            (src_a[D_WIDTH-1] == src_b[D_WIDTH-1]) &&
                            (alu_result[D_WIDTH-1] != src_a[D_WIDTH-1]);
                    end
                    FUNCT_SUB: begin
                        temp_sum   = {1'b0, src_a} - {1'b0, src_b};
                        alu_result = temp_sum[D_WIDTH-1:0];
                        carry_out  = temp_sum[D_WIDTH];
                        overflow_flag =
                            (src_a[D_WIDTH-1] != src_b[D_WIDTH-1]) &&
                            (alu_result[D_WIDTH-1] != src_a[D_WIDTH-1]);
                    end
                    FUNCT_XOR: begin
                        alu_result = src_a ^ src_b;
                    end
                    FUNCT_AND: begin
                        alu_result = src_a & src_b;
                    end
                    default: begin
                        alu_result = src_a;
                    end
                endcase
            end
            OP_LI: begin
                alu_result = src_b;   
            end
            OP_LW,
            OP_SW: begin
                temp_sum   = {1'b0, src_a} + {1'b0, src_b};
                alu_result = temp_sum[D_WIDTH-1:0];   
                carry_out  = temp_sum[D_WIDTH];
            end
            OP_SHIFT: begin
                unique case (funct)
                    FUNCT_SLL: begin
                        carry_out  = src_a[D_WIDTH-1];      
                        alu_result = src_a << 1;
                    end
                    FUNCT_SRL: begin
                        carry_out  = src_a[0];
                        alu_result = src_a >> 1;
                    end
                    default: begin
                        alu_result = src_a;
                    end
                endcase
            end
            OP_BNEZ: begin
                alu_result = src_a;
            end
            OP_J,
            OP_JAL: begin
                alu_result = src_a;   
            end
            default: begin
                alu_result = '0;
            end
        endcase
    end
    assign zero_flag = (alu_result == '0);
endmodule
import definitions::*;
module control_decoder (
    input logic [2:0] opcode,
    output logic reg_write,
    output logic alu_src_imm,   
    output logic mem_write,
    output logic mem_to_reg,    
    output logic branch,        
    output logic is_jal,        
    output logic jump,          
    output logic update_flags   
);
    always_comb begin
        reg_write    = 0;
        alu_src_imm  = 0;
        mem_write    = 0;
        mem_to_reg   = 0;
        branch       = 0;
        is_jal       = 0;
        jump         = 0;
        update_flags = 0;
        case (opcode)
            OP_R_TYPE: begin
                reg_write = 1;
                update_flags = 1;
            end
            OP_LI: begin
                reg_write = 1;
                alu_src_imm = 1;
            end
            OP_LW: begin
                reg_write = 1;
                alu_src_imm = 1;
                mem_to_reg = 1;
            end
            OP_SW: begin
                mem_write = 1;
                alu_src_imm = 1;
            end
            OP_BNEZ: begin
                branch = 1;
            end
            OP_SHIFT: begin
                reg_write = 1;
                update_flags = 1;
            end
            OP_J: begin
                jump = 1;
            end
            OP_JAL: begin
                jump = 1;
                is_jal = 1;
                reg_write = 1;
            end
        endcase
    end
endmodule
import definitions::*;
module data_mem (
    input  logic              clk,
    input  logic              mem_write,
    input  logic [7:0]        addr,
    input  logic [D_WIDTH-1:0] write_data,
    output logic [D_WIDTH-1:0] read_data
);
    logic [D_WIDTH-1:0] core_memory [255:0];
    assign read_data = core_memory[addr];
    always_ff @(posedge clk) begin
        if (mem_write)
            core_memory[addr] <= write_data;
    end
endmodule
import definitions::*;
module fetch_unit (
    input  logic clk, 
    input  logic reset,
    input  logic start,
    input  logic branch_taken,
    input  logic jump_taken,
    input  logic [3:0] branch_imm,
    input  logic [5:0] jump_target,
    output logic [P_WIDTH-1:0] pc_out
);
    logic [P_WIDTH-1:0] pc_next;
    logic [P_WIDTH-1:0] branch_lut [0:63];
    parameter LUT_FILE = "lut_p3.mem";
    initial begin
        integer i;
        for (i = 0; i < 64; i++) begin
            branch_lut[i] = '0;
        end
        $readmemb(LUT_FILE, branch_lut);
    end
    always_ff @(posedge clk) begin
        if (reset)       pc_out <= '0;
        else if (!start) pc_out <= pc_next;
    end
    always_comb begin
        pc_next = pc_out + 1;
        if (jump_taken)
            pc_next = branch_lut[jump_target];
        else if (branch_taken)
            pc_next = pc_out + {{(P_WIDTH-4){branch_imm[3]}}, branch_imm};
    end
endmodule
import definitions::*;
module flag_reg (
    input logic clk,
    input logic reset,
    input logic update_flags,  
    input logic c_in,          
    input logic v_in,          
    input logic z_in,          
    output logic c_out,        
    output logic v_out,        
    output logic z_out         
);
    always_ff @(posedge clk) begin
        if (reset) begin
            c_out <= 0;
            v_out <= 0;
            z_out <= 0;
        end else if (update_flags) begin
            c_out <= c_in;
            v_out <= v_in;
            z_out <= z_in;
        end
    end
endmodule
import definitions::*;
module inst_rom (
    input  logic [P_WIDTH-1:0] addr,
    output logic [I_WIDTH-1:0] instruction
);
    parameter ROM_FILE = "program3_machinecode.txt";
    logic [I_WIDTH-1:0] rom [0:(1<<P_WIDTH)-1];
    initial begin
        integer i;
        for (i = 0; i < (1<<P_WIDTH); i++) begin
            rom[i] = '0;
        end
        $readmemb(ROM_FILE, rom);
    end
    always_comb begin
        instruction = rom[addr];
    end
endmodule
import definitions::*;
module reg_file (
    input logic clk,
    input logic reset,
    input logic write_en,
    input logic [1:0] read_addr_1, 
    input logic [1:0] read_addr_2, 
    input logic [1:0] write_addr,  
    input logic [D_WIDTH-1:0] write_data,
    output logic [D_WIDTH-1:0] read_data_1,
    output logic [D_WIDTH-1:0] read_data_2
);
    logic [D_WIDTH-1:0] registers [3:0] = '{default:0}; 
    assign read_data_1 = registers[read_addr_1];
    assign read_data_2 = registers[read_addr_2];
    always_ff @(posedge clk) begin
        if (reset) begin
            registers[0] <= 0;
            registers[1] <= 0;
            registers[2] <= 0;
            registers[3] <= 0;
        end else if (write_en) begin
            registers[write_addr] <= write_data;
        end
    end
endmodule
import definitions::*;
module top_level #(parameter PROG_LENGTH = 0) (
    input logic clk,
    input logic reset,
    input logic start,
    output logic done  
);
    logic [P_WIDTH-1:0] pc;
    logic [I_WIDTH-1:0] instr;
    logic reg_write, alu_src_imm, mem_write, mem_to_reg, branch, is_jal, jump, update_flags;
    logic [2:0] opcode;
    logic [1:0] funct;
    logic [1:0] rd_rs1;  
    logic [1:0] rs2_rt;  
    logic [1:0] rs_b;    
    logic [3:0] imm4;    
    logic [5:0] jump_target; 
    logic [D_WIDTH-1:0] reg_rdata_1, reg_rdata_2;
    logic [D_WIDTH-1:0] alu_in_b;
    logic [D_WIDTH-1:0] alu_result;
    logic [D_WIDTH-1:0] mem_rdata;
    logic [D_WIDTH-1:0] wb_data; 
    logic zero_flag, carry_out, overflow_flag;
    logic saved_c, saved_v, saved_z;
    logic branch_taken;
    logic [1:0] reg_read_addr_1;
    logic [1:0] reg_read_addr_2;
    logic [1:0] reg_write_addr;
    assign opcode      = instr[8:6];
    assign funct       = instr[5:4]; 
    assign rs_b        = instr[5:4]; 
    assign rd_rs1      = instr[3:2]; 
    assign rs2_rt      = instr[1:0]; 
    assign imm4        = instr[3:0]; 
    assign jump_target = instr[5:0]; 
    fetch_unit my_fetch (
        .clk(clk),
        .reset(reset),
        .start(start),
        .branch_taken(branch_taken),
        .jump_taken(jump),
        .branch_imm(imm4),
        .jump_target(jump_target),
        .pc_out(pc)
    );
    inst_rom my_rom (
        .addr(pc),
        .instruction(instr)
    );
    control_decoder my_control (
        .opcode(opcode),
        .reg_write(reg_write),
        .alu_src_imm(alu_src_imm),
        .mem_write(mem_write),
        .mem_to_reg(mem_to_reg),
        .branch(branch),
        .is_jal(is_jal),
        .jump(jump),
        .update_flags(update_flags)
    );
    always_comb begin
        if (opcode == OP_SHIFT) reg_read_addr_1 = rs2_rt; 
        else if (opcode == OP_BNEZ) reg_read_addr_1 = rs_b;   
        else if (opcode == OP_LW || opcode == OP_SW) reg_read_addr_1 = rd_rs1; 
        else reg_read_addr_1 = rd_rs1; 
    end
    assign reg_read_addr_2 = (opcode == OP_SW) ? rs_b : rs2_rt; 
    always_comb begin
        if (is_jal) reg_write_addr = 2'b11; 
        else if (opcode == OP_LI || opcode == OP_LW) reg_write_addr = rs_b;  
        else reg_write_addr = rd_rs1; 
    end
    reg_file my_regfile (
        .clk(clk),
        .write_en(reg_write),
	.reset(reset), 
        .read_addr_1(reg_read_addr_1),
        .read_addr_2(reg_read_addr_2),
        .write_addr(reg_write_addr),
        .write_data(wb_data),
        .read_data_1(reg_rdata_1),
        .read_data_2(reg_rdata_2)
    );
    logic [7:0] imm_val;
    always_comb begin
        if (opcode == OP_LW || opcode == OP_SW) imm_val = {6'b000000, rs2_rt}; 
        else imm_val = {4'b0000, imm4};     
    end
    assign alu_in_b = (alu_src_imm) ? imm_val : reg_rdata_2;
    alu my_alu (
        .src_a(reg_rdata_1),
        .src_b(alu_in_b),
        .opcode(opcode),
        .funct(funct),
        .alu_result(alu_result),
        .zero_flag(zero_flag),
        .carry_out(carry_out),
        .overflow_flag(overflow_flag)
    );
    flag_reg my_flags (
        .clk(clk),
        .reset(reset),
        .update_flags(update_flags),
        .c_in(carry_out),
        .v_in(overflow_flag),
        .z_in(zero_flag),
        .c_out(saved_c),
        .v_out(saved_v),
        .z_out(saved_z)
    );
    assign branch_taken = branch && !zero_flag;
    data_mem my_data_mem (
        .clk(clk),
        .mem_write(mem_write),
        .addr(alu_result), 
        .write_data(reg_rdata_2), 
        .read_data(mem_rdata)
    );
    always_comb begin
        if (is_jal) wb_data = pc + 1; 
        else if (mem_to_reg) wb_data = mem_rdata;
        else wb_data = alu_result;
    end
    localparam logic [P_WIDTH-1:0] HALT_PC = PROG_LENGTH - 1;
    assign done = (pc == HALT_PC);
endmodule
```
**flow/constraint.sdc**
```tcl
current_design top_level

set clk_period 2.9
set clk_io_pct 0.2

create_clock -name clk0 -period $clk_period [get_ports {clk}]

set non_clock_inputs [all_inputs -no_clocks]
set_input_delay [expr $clk_period * $clk_io_pct] -clock clk0 $non_clock_inputs
set_output_delay [expr $clk_period * $clk_io_pct] -clock clk0 [all_outputs]
```
==> Slide: Implementation Results <==
Physical Implementation Snapshot

Die
  • Chip area: roughly 6400 sq um
  • Die Y: approximately 80 um
  • Core ar.: 3420 sq um
  • Cell row count: 21
  • Fp_density: 0.165
  • Die Width: 80 um
  • IO Pins: 4

Critical path
  • CP Buf/Inv Count: 1
  • Cell family with most CP delay: buffers and inverters
  • Slowest cell on the critical path: clkdlybuf4s50_1
  • Crit path required time: around 2.3 ns
  • Crit path kind: reg -> out
  • Crit path DAT: about 1.8 ns
  • CP startpoint kind: flip-flop
  • Element type at the critical path end: output port
  • Slowest stage delay, CP: about 0.52 ns
  • Worst-path cell chain: ha_1, nand3_1, nor4_1, clkdlybuf4s50_1
  • Crit-path max FO: 4

Synthesis
  • Seq/Total Area, Yosys: 0.426
  • Cell taking the most area after synthesis: dfxtp_1
  • Cell Type Count: 22
  • Post-synthesis average cell area: approximately 9.4 sq um
  • YS warnings: 0
  • Flops after synth: 12
  • Main area contributors: dfxtp_1, a21oi_1, o31ai_1, or4_1, xor2_1
  • Ys cells: roughly 60
  • Number of enable flip-flop cells: 0
  • Main flop type: dfxtp_1
  • Synthesized cell area: roughly 560 sq um
  • Post-synthesis cell count: ~60
  • Most numerous cell in the Yosys netlist: dfxtp_1
  • Top cells by count: dfxtp_1, a21oi_1, nor2_1
  • Yosys stat area: between 500 and 600 sq um
  • Ys async rst share: 0
  • Post-synth top area share: 0.426

Clock network
  • CTS Sinks: 12
  • CTS clock-pin slew for the worst setup and hold paths: about 0.070 ns
  • Hold_buf cts: 0
  • Clk buf depth: 2
  • Root Driver: clkbuf_4
  • Setup Fix Bufs, Post-CTS: 0
  • Skew-Pair Late Insertion Delay: approximately 0.27 ns
  • H-Tree Depth: 1
  • CTS buffer count: 3
  • PostCTS Resize Cnt: 0
  • CTS tree: built

Finish
  • Synthesis-to-layout area growth: 21.3%
  • Top Registers: my_fetch.pc_out (12)
  • Area taken by flip-flops and latches: 240 sq um
  • Top reg by flops: my_fetch.pc_out
  • Fillers: between 300 and 400
  • Max FFs per register: 12
  • Share of cells above drive strength 1: 0.121
  • Gate Area: 320 sq um

Final timing
  • Final period utilization: 0.814
  • Unrepaired setup endpoints after global routing: no
  • WHS: approximately 0.49 ns
  • Worst Skew: roughly 0.0008 ns
  • Pins Over Slew Limit: 0
  • Worst slew pin tran: 0.485 ns
  • Max-slew headroom: 0.676
  • Setup TNS: 0 ns
  • # setup viols final: 0
  • Final hold viol count: 0
  • FMAX: roughly 0.42 GHz
  • Crit path time final: about 2.4 ns

Place
  • Placer's final routability congestion estimate: approximately 0.76
  • Detailed Place HPWL: 706 um
  • I/O Buffers: 3

Pwr
  • Gate power share: 0.047
  • P_leak: between 0.2 and 0.25 nW
  • Cell Int Power: between 0.2 and 0.3 mW
  • Clock network fraction of total power: 0.412
  • Worst vdd ir: roughly 0.26 mV
  • Power consumption: ~0.32 mW
  • Seq pwr share: 0.541
  • Pwr dens: roughly 470 nW/um^2
  • Sw Ratio: 0.210
  • NetSw: between 0.06 and 0.07 mW

Routing
  • Starting DRT DRC Count: 12
  • Met2 WL: 436 um
  • DRC viols: 0
  • DR vias: roughly 450
  • Metal3 WL: 68 um
  • Pre-antenna DRT Iters: 3
  • Routed WL per cell: ~9 um
  • DR top layer: met3
  • M1 wire length: between 500 and 600 um
  • Routed Antenna Nets: 0
  • Routed wire length: a little over 1000 um
  • Vias/cell: approximately 4.0
  • Diodes inserted: 0

Worst hold path
  • Min-Delay Path Class: reg -> reg

Global route
  • Vias in the first global route: ~400
  • Total gr overflow: 0
  • Initial antenna violation count: 0
  • First-pass GRT wire length: between 1500 and 2000 um
  • Total Routing Usage GR: 0.0334
  • Largest net degree at the start of global routing: 14

Flow run
  • MaxCap Viol Count: 0
  • Tool warning count: 25

Outcome
  • Outcome: finished, final reports clean
power by group through the flow:
stage / logic (mW) / clock network [mW] / registers, mW
after CTS: 0.0152 / 0.137 / 0.172
after global routing: 0.0165 / 0.147 / 0.173
final: 0.0151 / 0.131 / 0.172
tightest hold or removal path: cells and delay by family, from the launching register on:
family | cells | cell delay (ns)
AND-OR/OR-AND | 2 | 0.12
flip-flops | 1 | 0.33
cell usage in the layout (no fill, tap or decap), drive strengths merged:
cell type      instances
a21oi                  6
clkbuf                 4
clkdlybuf4s50          3
dfxtp                 12
ha                     1
mux2                   1
mux2i                  1
nand2                  4
nand3                  2
nand3b                 1
nand4                  2
nand4b                 3
nor2                   6
nor2b                  2
nor4                   2
o21ai                  2
o31ai                  4
or3                    2
or4                    4
xnor2                  1
xor2                   3
kinds of logic after synthesis:
family,synth area share
buffers and inverters,0.00665
muxes,0.0377
and+or+nand+nor,0.322
adders and majority gates,0.0222
DFF,0.426
xor gates and xnor gates,0.0621
AOI/OAI and AO/OA,0.124
per-layer routing:
layer | track usage | up-vias
met2 | 0.0506 | 5
li1 | - | 241
met4 | 0.00176 | 0
met5 | 0 | -
met3 | 0.0193 | 0
met1 | 0.0423 | 204
stage by stage:
| stage | std cells | utilization | instance area (sq um) | setup slack [ns] |
|---|---|---|---|---|
| detailed placement | 108 | 0.190 | 648 | 0.752 |
| floorplan | 60 | - | 564 | 1.44 |
| global route | 112 | 0.200 | 684 | 0.387 |
| finish | 112 | 0.200 | 684 | 0.540 |
| CTS | 112 | 0.200 | 684 | 0.520 |
| global placement | 108 | 0.190 | 648 | 0.803 |
layout make-up:
type                    count  area share
clock buffers               4      0.0530
multi-input cells          47       0.468
flip-flops and latches     12       0.351
repair buffers              3      0.0439
well taps                  46      0.0841
worst paths after layout:
path	start	endpoint	slack, ns	cells past startpoint
max	my_fetch.pc_out[0]$_SDFFE_PP0N_	done	0.54	4
min	my_fetch.pc_out[10]$_SDFFE_PP0N_	my_fetch.pc_out[10]$_SDFFE_PP0N_	0.49	2
max reg2reg	my_fetch.pc_out[0]$_SDFFE_PP0N_	my_fetch.pc_out[10]$_SDFFE_PP0N_	1.34	4
min reg2reg	my_fetch.pc_out[10]$_SDFFE_PP0N_	my_fetch.pc_out[10]$_SDFFE_PP0N_	0.49	2
Power figures rest on the tool's default switching activity, not on a simulated workload.
